## flow/config.mk

```make
export PLATFORM = sky130hd
export DESIGN_NAME = serialadder
export DESIGN_NICKNAME = serialadder
export VERILOG_FILES = /design/flow/design.v
export SDC_FILE = /design/flow/constraint.sdc
export NUM_CORES = 4
export LEC_CHECK = 1
export CORE_UTILIZATION = 30
```

## flow/constraint.sdc

```tcl
current_design serialadder

set clk_period 11.3
set clk_io_pct 0.2

create_clock -name clk0 -period $clk_period [get_ports {clk}]

set non_clock_inputs [all_inputs -no_clocks]
set_input_delay [expr $clk_period * $clk_io_pct] -clock clk0 $non_clock_inputs
set_output_delay [expr $clk_period * $clk_io_pct] -clock clk0 [all_outputs]
```

## flow/design.v

```verilog
module serialadder(clk,si,la,lb,A,B,out);
input clk,la,lb,si;	 
input [22:0] A,B;	
output reg[22:0] out;	 
reg[22:0] A1=0,B1=0;		 
reg siA=0,sftctrl=0;reg[4:0] count=0;	 
reg c_in,s,c_out;	 
reg Q=0,D=0;	
always@(posedge clk)
begin
if(la||lb)	 
begin
sftctrl=0;count=0;	 
A1=A;B1=B;		
c_in=0;s=0;c_out=0;	 
end
else if(count==23)
begin
out=A1;		 
sftctrl=0;	 
end
else 
begin
sftctrl=1'b1;		 
{c_out,s}=A1[0]+B1[0]+c_in;	
siA=s;		 
A1=A1>>1;	 
B1=B1>>1;	
A1[22]=siA;
B1[22]=si;
D=sftctrl?c_out:Q;	 
Q=D;			 
c_in=Q;		 
count=count+1;		 
end
end
endmodule
module serialadder_testbench();
reg clk,si,la,lb;
reg[22:0] A,B;
wire [22:0] out;
serialadder sa(clk,si,la,lb,A,B,out);
initial
clk=1'b0;
always
#10 clk=~clk;
initial
begin
la=1;lb=1;
A=1;B=12;
si=0;
#20 la=0;lb=0;
#550 la=1;lb=1;
A=12;B=14;
#20 la=0;lb=0; 
end
endmodule
```

## flow/run.sh

```bash
#!/bin/bash
# OpenROAD 26Q1-2900-gdf79404cd8, Yosys 0.63+post, stock flow scripts
make -C /OpenROAD-flow-scripts/flow DESIGN_CONFIG=/design/flow/config.mk WORK_HOME=/design/flow/orfs finish
```

==> run notes <==
On the backend side, the flow ran end to end.

The flow ran to the end, and the final reports show no timing, DRC or antenna violations. Endpoints failing hold in the final report were tallied at 0. For this run, the register share of the synthesized area comes to 74.8%.

The final layout report lists a filler cell count of 887. The clock edge transition at the registers on the reported setup and hold paths stands at 0.08 ns. Across the routed clock network, the largest skew measured is 0.0121 ns. Looking at the clock tree report, the root buffer type is clkbuf_8. The final routed wirelength across all metal layers stands at 5290 microns. The largest total area in the synthesized netlist belongs to edfxtp_1. Per the cell usage report, the commonest logic cells after layout are nand2_1 (140), clkdlybuf4s50_1 (72), edfxtp_1 (69).

STA classifies the critical path startpoint as an input pin. The cell count after placement stands at 442. The maximum number of pins on one net before global-route repair stands at 53. The endpoint identified for the worst register-to-register timing path is B1[22]. The overall chip area stands at 0.0102 sq mm.

The total overflow reported by the global router stands at 0. For this run, the number of standard cells in the final layout without fillers is 458. The floorplan die height stands at 101 microns. The iteration count of the initial detailed-routing pass stands at 4.

The number of pins exceeding their max-slew limit in the final report stands at 0. The slew at the pin closest to its max-slew limit stands at 0.518 ns. The flop-to-flop setup slack stands at 9.24 ns. From the final report, the count of setup violators was given as 0. The first-pass GRT wire length stands at 8660 microns. The number of global-route vias before repair was 1850. The number of antenna violations at the first check in global routing is 0. In the final routed layout, each cell accounts on average for 11.6 microns. The number of distinct library cell variants in the gate-level netlist after synthesis stands at 20. The portion of total power attributed to combinational logic stands at 6.7%. The gate count after technology mapping stands at 248. The post-synthesis sequential element count stands at 75.

Following the worst setup path forward leads to its endpoint at B1[22]. Logged for this run, the post-placement worst setup slack is 6.71 ns. The global router's overall resource usage stands at 11.6%.

The later-pin clock latency in the skew report stands at 0.34 ns. The report lists the number of cells resized after CTS as 0. The share of power burned in registers stands at 55.9%. The floorplan die width stands at 101 microns. By startpoint and endpoint, the worst setup path is classified as in -> reg.

The number of buffer cells added on primary ports stands at 72. For the final routed database, the setup TNS stands at 0 ns. The worst setup path is captured at a flip-flop.

The total leakage power stands at 0.00161 uW. After detailed routing, the number of remaining DRC violations is 0. The smallest hold slack stands at 0.443 ns. STA lists the startpoint of the worst register-to-register path as count[0]. In the final layout, the share of cells above drive strength 1 is 6.69%. Before placement the cells fill 31.3% of the core. In this run the tightest slew margin relative to its limit is 65.5%. The total number of clock tree sinks stands at 75. Setup repair after global routing left no endpoint under its margin.

The number of routed nets with antenna violations stands at 0. Tracing the worst setup path back leads to its startpoint at lb. The warning tally printed by Yosys for this design is 1.

The number of warnings reported in the stage logs is 25. Per the run summary, max-cap violations total 0. The number of hold buffers added after CTS stands at 0.

Yosys reports a chip area of 0.00293 sq mm. For this design the total switching power over the nets is 117 uW. The clock passes through at most 2 buffers. For the worst flop-to-flop path, the logic depth is 5.

The main area contributors are edfxtp_1 (71%), nand2_1 (18%), dfxtp_1 (4.1%), buf_2 (1.2%), buf_6 (0.77%). The startpoint identified for the worst hold timing path is A1[16]. The total number of H-tree levels stands at 3. The power per cell area stands at 146 mW/mm^2. By instance count after routing, the leading logic cell type is nand2_1. The area added between synthesis and finish stands at 36.3%. Dividing the detail-routed via count by the number of cells gives 4.17. OpenROAD reports that the post-layout worst path occupies 37.4% of the period. The cell area that synthesis handed to floorplanning was 0.00293 sq mm. The mean instance size in the synthesized netlist stands at 11.8 sq um. Switching power as a fraction of the total was reported as 20.1%. VDD sags by at most 0.0794 mV. The global placer's final weighted congestion stands at 0.759. The core area stands at 0.00937 sq mm.

TritonCTS built the clock tree. During I/O placement, the number of pins put on the boundary was 73. Setup slack on the critical path of the routed design comes to 7.07 ns. For the worst setup path, the data arrival time is 4.23 ns.

The post-route utilization of the core is recorded as 42.6%. The worst path needs 4.23 ns of the cycle, external delays included. The via count stands at 1909. Per the log, the first TritonRoute iteration ended with a DRC count of 105. The data required time at the worst endpoint stands at 11.30 ns.

Checking hold timing, the worst path is listed with class reg -> reg. The number of placement rows stands at 35. The post-CTS setup repair buffer count stands at 0. After synthesis, the largest area contributor takes up 70.7% of total cell area. The highest attainable clock frequency stands at 236 MHz. In the Yosys report the total cell count is 248.

The internal power of the cells totals 467 uW. The portion of total power attributed to the clock network stands at 37.5%. The TritonCTS buffer count stands at 9. Looking at the critical path, the highest net fanout was 49. For this run, the script counts the antenna cells in the layout as 0. The final HPWL from detailed placement stands at 3360 microns.
per-stage QoR:
stage	power, uW	cell area, sq um
5_1_grt	608	4000
3_5_place_dp	372	3790
3_3_place_gp	371	3790
2_1_floorplan	349	2930
6_report	584	4000
4_1_cts	589	4000
worst min-delay path by stage:
stage                 slack (ns)      end  cells after the start
after CTS                   0.44  out[16]                      0
final                       0.44  out[16]                      0
after global routing        0.46  out[16]                      0
synthesized netlist by cell type (all sizes together):
library cell,n
nand2b,1
fa,1
dfxtp,6
xor2,1
ha,1
nand3,4
xnor2,2
edfxtp,69
a31oi,1
buf,9
and3,1
clkbuf,2
o21ai,3
nand2,140
nor2,4
inv,1
or2,1
nand4b,1
power by group through the flow:
stage | Clock (uW) | Sequential, uW | Combinational, uW
4_1_cts | 223 | 326 | 39.6
5_1_grt | 236 | 328 | 44.1
6_report | 219 | 326 | 38.9
flip-flops by register name (all words and copies together), names as in the netlist:
name / count
c_in: 1
out: 23
count: 5
B1: 23
A1: 23
logic make-up (layout without fill, tap and decap cells):
group | count (synthesis) | in the layout | share of synthesized area [%]
AND-OR/OR-AND | 4 | 4 | 0.726
AND/OR/NAND/NOR | 152 | 152 | 20.1
buffers and inverters | 12 | 93 | 2.35
XOR/XNOR | 3 | 3 | 0.896
flip-flops | 75 | 75 | 74.8
adder cells (fa/ha/maj) | 2 | 2 | 1.11
critical path: stages:
cell and delay (ns):
clkdlybuf4s50_1 0.51, or2_2 0.12, buf_4 0.41, nor2_2 0.10
inv_2 0.38, buf_4 0.41
area by class of cell:
| cell class | instances | area, sq um | share of cell area (%) |
|---|---|---|---|
| sequential | 75 | 2190 | 54.9 |
| timing repair buffer | 76 | 751 | 18.8 |
| multi-input combinational | 161 | 678 | 17.0 |
| tap | 129 | 161 | 4.04 |
| clock buffer | 11 | 131 | 3.29 |
| clock inverter | 5 | 78.8 | 1.97 |
| inverter | 1 | 3.75 | 0.0939 |
metal layers:
| metal | track usage, % | part of all wire [%] | vias to the layer above |
|---|---|---|---|
| li1 | - | - | 974 |
| met1 | 17.9 | 47 | 862 |
| met2 | 17.2 | 44 | 67 |
| met3 | 4.58 | 7.9 | 6 |
| met4 | 1.23 | 1.2 | 0 |
| met5 | 0 | 0 | - |
Power is estimated from default activity; no workload was simulated.
